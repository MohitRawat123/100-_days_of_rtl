==> ./run.sh <==
#!/bin/bash
# OpenROAD 26Q1-2900-gdf79404cd8, Yosys 0.63+post, stock flow scripts
make -C /OpenROAD-flow-scripts/flow DESIGN_CONFIG=/design/flow/config.mk WORK_HOME=/design/flow/orfs finish
==> ./constraint.sdc <==
current_design CLA

set clk_period 1.9
set clk_io_pct 0.2

create_clock -name clk0 -period $clk_period

set non_clock_inputs [all_inputs -no_clocks]
set_input_delay [expr $clk_period * $clk_io_pct] -clock clk0 $non_clock_inputs
set_output_delay [expr $clk_period * $clk_io_pct] -clock clk0 [all_outputs]
==> ./design.v <==
`timescale 1ns / 1ps
module CLA(a,b,sum
    );
    input logic [3:0]a,b;
    supply0 c;
    output logic [4:0]sum;  
    wire [3:0]p,g,t;
    wire c1,c2,c3,cout;
    assign p[0]=a[0]^b[0];
    assign p[1]=a[1]^b[1];
    assign p[2]=a[2]^b[2];
    assign p[3]=a[3]^b[3];
    assign sum[0]=p[0]^c;
    assign sum[1]=p[1]^c1;
    assign sum[2]=p[2]^c2;
    assign sum[3]=p[3]^c3;
    assign sum[4]=cout;
    assign g[0]=a[0]&b[0];
    assign g[1]=a[1]&b[1];
    assign g[2]=a[2]&b[2];
    assign g[3]=a[3]&b[3];
    assign c1=(p[0]&c)|(g[0]);
    assign c2=(p[1]&g[0])|(p[1]&p[0]&c)|(g[1]);
    assign c3=(p[2]&g[1])|(p[2]&p[1]&g[0])|(p[2]&p[1]&p[0]&c)|g[2];
    assign cout=(p[3]&g[2])|(p[3]&p[2]&g[1])|(p[3]&p[2]&p[1]&g[0])|(p[3]&p[2]&p[1]&p[0]&c)|g[3];
endmodule
==> ./config.mk <==
export PLATFORM = sky130hd
export DESIGN_NAME = CLA
export DESIGN_NICKNAME = CLA
export VERILOG_FILES = /design/flow/design.v
export SDC_FILE = /design/flow/constraint.sdc
export NUM_CORES = 4
export LEC_CHECK = 1
export CORE_AREA = 10 10 70 70
export DIE_AREA = 0 0 80 80
==> ds_physical_params.txt <==
Physical design parameters

Parameter                              Value

Power
  Combinational share of power .................. 1.000
  Highest ir drop seen on vdd .................. ~0.038 mV
  Static leakage .................. 0.140 nW
  Power density relative to cell area .................. about 220 mW/mm^2
  Clk pwr share .................. 0
  Reported net switching power .................. between 0.00002 and 0.000025 W
  Internal power .................. 0.0000455 W
  Share of total power consumed by net switching .................. 0.352
  Seq pwr share .................. 0
  Total Power .................. between 0.00007 and 0.00008 W

Place
  DP Cell Count .................. 75
  Routability cong. .................. just under 0.8
  Number of port buffers .................. 13
  Worst setup slack after placement .................. -0.622 ns
  Detailed Place HPWL .................. 469 um

Final timing
  Post-layout minimum cycle time .................. between 1.5 and 2 ns
  Max Clock Freq .................. roughly 540 MHz
  Worst hold-check slack .................. 1.31 ns
  Rel. slew slack .................. 0.916
  Accumulated negative setup slack .................. 0 ns
  Post-route setup slack .................. roughly 0.035 ns
  Final Setup Violations .................. 0
  Measured slew at the worst slew-check pin .................. ~0.13 ns
  Post-layout period usage .................. 0.982
  Number of pins exceeding their max-slew limit in the final report .................. 0
  Endpoints failing hold .................. 0

Outcome
  Run status .................. finished, final reports clean

Global route
  First-pass GRT wire length .................. about 790 um
  Number of global-route vias before repair .................. around 160
  Total global routing track utilization .................. 0.0153
  Largest net degree at the start of global routing .................. 4
  Initial antenna violation count .................. 0
  Overflow left after global routing .................. 0

Floorplan
  I/O pin cnt .................. 13
  Core utilization at floorplan .................. 0.0385
  Chip area .................. 0.00640 mm^2
  Placeable core region .................. 0.00342 mm^2
  Number of cell rows .................. 21
  Die Ht .................. around 80 um
  Width of the die .................. approximately 80 um

Layout
  Most common cell after layout, fill and taps aside .................. sky130_fd_sc_hd__dlygate4sd2_1
  Clock buffers .................. 0
  FF+latch area .................. 0 um^2
  Registers .................. 0
  Signed area change from the synthesized netlist to the final layout .................. 147%
  Share of final-layout standard cells stronger than drive strength 1 .................. 0.379
  Top logic cells by instance count in the layout .................. sky130_fd_sc_hd__dlygate4sd2_1 (5), sky130_fd_sc_hd__clkdlybuf4s50_1 (3)
  Filler Cell Count .................. 396
  Final Instance Count excl. Fillers .................. between 70 and 80

Detailed routing
  Via density per instance .................. between 1.5 and 2
  First-iteration detailed-routing DRC count .................. 0
  Total Routed Length .................. between 400 and 500 um
  Final routed wire length divided by cell count .................. roughly 6.7 um
  Vias .................. approximately 140
  Router iterations before antenna repair .................. 1
  Antenna Violating Nets Remaining .................. 0
  Total inserted antenna cells .................. 0
  DRC violations left .................. 0

Job
  Total number of warnings across the stage logs .................. 33
  Max-cap violations .................. 0

Setup path
  Worst-path cell chain .................. clkdlybuf4s50_1 > ha_1 > xor2_1 > dlygate4sd2_1
  Worst Path Max Fanout .................. 2
  Critical path's largest stage delay .................. about 0.40 ns
  Crit path kind .................. in -> out
  Max stage delay cell, worst path .................. sky130_fd_sc_hd__clkdlybuf4s50_1
  Critical path data required time .................. about 1.5 ns
  Signal arrival time at the worst endpoint .................. 1.49 ns
  Buffers & Inverters on Critical Path .................. 2
  Nature of the critical path startpoint .................. primary input
  Delay-heaviest family, CP .................. buffers and inverters
  Worst Setup End Kind .................. output port
  Cell depth of the worst setup path .................. 4

Logic synthesis
  Yosys warning tally .................. 0
  Count of different cell masters after synthesis .................. 10
  Mean area per synthesized cell .................. between 8 and 9 um^2
  Yosys Chip Area .................. 131 um^2
  Instance count of the mapped netlist .................. 16
  Number of standard cells reported by yosys .................. 16
  Proportion of synthesized chip area in sequential cells .................. 0
  Post-Syn Area .................. 131 um^2

Clock tree
  Post-cts hold buffer count .................. 0
  Setup bufs post-CTS .................. 0

Hold path
  Type of the tightest min-delay check .................. in -> out
  Number of cells traversed by the worst hold path .................. 6
routing by layer:
metal,part of all wire,track usage,wire [um]
met1,0.43,0.0212,216
met2,0.35,0.0217,173
met3,0.22,0.00795,109
met4,0,0,0
met5,0,0,0
tightest hold or removal path, stage by stage:
cell                       delay, ns
sky130_fd_sc_hd__clkbuf_2       0.10
sky130_fd_sc_hd__ha_4           0.13
sky130_fd_sc_hd__a21oi_2        0.03
sky130_fd_sc_hd__nand2_1        0.08
sky130_fd_sc_hd__a21o_1         0.12
sky130_fd_sc_hd__clkbuf_2       0.09
stage by stage:
step             util  instance area [um^2]
2_1_floorplan       -                   131
3_3_place_gp   0.0934                   319
3_5_place_dp   0.0934                   319
4_1_cts        0.0996                   340
5_1_grt        0.0949                   324
6_report       0.0949                   324
power groups by stage:
stage	sequential [W]	clock, W	combinational [W]
final	0	0	0.0000703
after global routing	0	0	0.0000801
after CTS	0	0	0.0000734
cell families (layout without fill, tap and decap cells):
logic type / count (synthesis) / count (layout) / synth area share
AND-OR/OR-AND: 2 / 2 / 0.0952
AND/OR/NAND/NOR: 2 / 2 / 0.0666
adder cells (fa/ha/maj): 5 / 5 / 0.533
buffers and inverters: 5 / 18 / 0.171
XOR/XNOR: 2 / 2 / 0.133
area by class of cell:
type               count  area, um^2  area share
inverters              4        15.0      0.0463
multi-input cells     11         140       0.432
well taps             46        57.6       0.178
repair buffers        14         111       0.344
path summary, 6_finish.rpt:
| path | startpoint | end | slack, ns |
|---|---|---|---|
| worst min-delay path | b[2] | sum[4] | 1.31 |
| worst max-delay path | a[3] | sum[3] | 0.03 |
synthesized netlist by cell type, drive strengths merged:
cell   instances  area (um^2)
ha             4         50.1
inv            4         15.0
a21o           1         7.51
a21oi          1         5.00
buf            1         7.51
fa             1         20.0
nand2          1         3.75
nand3          1         5.00
xnor2          1         8.76
xor2           1         8.76
repair_timing:
action | 4_1_cts | 5_1_grt
endpoints found under the setup margin | 5 | 4
gates resized | 20 | 8
pin swaps | 8 | 2
No activity file was given, so power comes from the tool's default toggle rates.
