$ cat ./design.v
`timescale 1ns / 1ps
module magnitude_comparator(a,b,g,l,e
    );
    input logic [3:0]a,b;
    output logic g,l,e;
    always @(a,b)
    begin 
    if(a>b)
    g=1'b1;
    else
    g=1'b0;
    if(a<b)
    l=1'b1;
    else
    l=1'b0;
    if(a==b)
    e=1'b1;
    else
    e=1'b0;
    end
endmodule
$ cat ./run.sh
#!/bin/bash
# OpenROAD 26Q1-2900-gdf79404cd8, Yosys 0.63+post, stock flow scripts
make -C /OpenROAD-flow-scripts/flow DESIGN_CONFIG=/design/flow/config.mk WORK_HOME=/design/flow/orfs finish
$ cat ./config.mk
export PLATFORM = sky130hd
export DESIGN_NAME = magnitude_comparator
export DESIGN_NICKNAME = magnitude_comparator
export VERILOG_FILES = /design/flow/design.v
export SDC_FILE = /design/flow/constraint.sdc
export NUM_CORES = 4
export LEC_CHECK = 1
export CORE_AREA = 10 10 70 70
export DIE_AREA = 0 0 80 80
$ cat ./constraint.sdc
current_design magnitude_comparator

set clk_period 2.9
set clk_io_pct 0.2

create_clock -name clk0 -period $clk_period

set non_clock_inputs [all_inputs -no_clocks]
set_input_delay [expr $clk_period * $clk_io_pct] -clock clk0 $non_clock_inputs
set_output_delay [expr $clk_period * $clk_io_pct] -clock clk0 [all_outputs]
==> flow_metrics.env <==
# yosys + openroad results
export IMPL_holdCritPathClass="in2out"
export IMPL_synth_seq_area_share_pct=0
export IMPL_tightest_slew_ps=243.5
export IMPL_routed_wl_met3_um=78
export IMPL_synth_warning_count=1
export IMPL_max_slew_margin_pct=83.77
export IMPL_yosys_cell_types_count=9
export IMPL_vias=148
export IMPL_largest_net_degree_at_the_start_of_global_routing=3
export IMPL_met2_wirelength_um=186
export IMPL_core_area_um2=3416
export IMPL_post_cts_setup_buffers=0
export IMPL_core_rowCount=21
export IMPL_syn_area_um2=128.9
export IMPL_timing_critical_path_required_ps=2320
export IMPL_timing_critical_path_slowest_stage_cell="sky130_fd_sc_hd__clkdlybuf4s50_1"
export IMPL_critical_path_peak_fanout=2
export IMPL_top_layer="met3"
export IMPL_post_drt_via_cell_ratio=2.027
export IMPL_dr_pass1_iters=2
export IMPL_drc=0
export IMPL_design_die_area_um2=6400
export IMPL_critical_path_max_stage_delay_ps=460
export IMPL_synth_area_per_cell_um2=8.055
export IMPL_final_fill_count=404
export IMPL_totalNegativeSetupSlack_ps=0
export IMPL_count_of_boundary_i_o_pins=11
export IMPL_drv_cap=0
export IMPL_finalHoldViolCount=0
export IMPL_seq_area_um2=0
export IMPL_wl_per_cell_um=6.452
export IMPL_detail_route_iter0_violations=1
export IMPL_drive_above_1_share_pct=11.11
export IMPL_routedLengthMet1_um=205
export IMPL_ys_cells=16
export IMPL_gpl_final_weighted_congestion=0.6607
export IMPL_vdd_ir_drop_worst_mv=0.01771
export IMPL_path_cells="clkdlybuf4s50_1, inv_1, ha_1, a21oi_1, and2_1, clkdlybuf4s50_1"
export IMPL_wl_um=471
export IMPL_dpl_cell_count=73
export IMPL_layout_utilization_pct=8.681
export IMPL_floorplan_initialDensity_pct=3.773
export IMPL_worst_setup_path_start_kind="primary input"
export IMPL_floorplan_die_height_um=80
export IMPL_holdWs_ps=2353
export IMPL_timing_hold_worst_path_depth=6
export IMPL_power_density_nw_per_um2=134.3
export IMPL_antenna_violations_before_repair=0
export IMPL_hold_fix_buffer_count_after_cts=0
export IMPL_netlist_top_cells_count="sky130_fd_sc_hd__ha_1 (4), sky130_fd_sc_hd__inv_1 (4), sky130_fd_sc_hd__nand2_1 (2)"
export IMPL_hold_path_sink="l"
export IMPL_layoutNonFillerInstCount=73
export IMPL_fmaxAchievable_mhz=356.7
export IMPL_synth_yosys_chip_area_um2=128.9
export IMPL_status="completed"
export IMPL_ff_count=0
export IMPL_global_route_usage_total_pct=1.432
export IMPL_rsz0062_at_grt="no"
export IMPL_synth_largest_area_cell="sky130_fd_sc_hd__ha_1"
export IMPL_critical_path_class="in2out"
export IMPL_final_max_slew_viol_count=0
export IMPL_port_buffers=11
export IMPL_critPathMostFrequentCell="sky130_fd_sc_hd__clkdlybuf4s50_1"
export IMPL_startpoint_of_the_lowest_slack_hold_path="b[3]"
export IMPL_postCtsResizedCells=0
export IMPL_report_final_setup_viol=0
export IMPL_static_leakage_nw=0.1184
export IMPL_netlist_instances=16
export IMPL_dieWidth_um=80
export IMPL_grt_pass1_wl_um=752
export IMPL_data_arrival_at_the_endpoint_of_the_critical_path_ps=2220
export IMPL_final_antenna_net_count=0
export IMPL_cp_end_kind="output port"
export IMPL_biggest_area_cells="sky130_fd_sc_hd__ha_1 (39%), sky130_fd_sc_hd__o21bai_4 (15%), sky130_fd_sc_hd__inv_1 (12%), sky130_fd_sc_hd__nor2b_4 (11%), sky130_fd_sc_hd__a21oi_2 (6.8%)"
export IMPL_top_cell_area_share_pct=38.83
export IMPL_finalWorstPathRequiredPeriod_ps=2803
export IMPL_layout_worst_path_cycle_share_pct=96.67
export IMPL_area_delta_synth_final_pct=130.1
export IMPL_number_of_global_route_vias_before_repair=148
export IMPL_clock_buffers=0
export IMPL_warning_count=32
export IMPL_gr_total_overflow=0
export IMPL_diodes=0
==> cell usage in the layout (no fill, tap or decap) <==
master                             n
sky130_fd_sc_hd__o21bai_4          1
sky130_fd_sc_hd__inv_1             4
sky130_fd_sc_hd__ha_1              4
sky130_fd_sc_hd__and2_1            1
sky130_fd_sc_hd__nand2_1           2
sky130_fd_sc_hd__nor2_1            1
sky130_fd_sc_hd__nor2b_4           1
sky130_fd_sc_hd__clkdlybuf4s50_1  11
sky130_fd_sc_hd__a21oi_1           1
sky130_fd_sc_hd__a21oi_2           1
==> per-stage QoR <==
step           setup WS [ps]  instance area [um^2]  power (mW)
2_1_floorplan           1105                 128.9     0.01743
3_3_place_gp           79.34                 296.5     0.04001
3_5_place_dp           88.92                 296.5     0.04059
4_1_cts                88.01                 296.5     0.04092
5_1_grt                11.33                 296.5     0.04453
6_report               96.53                 296.5     0.03982
==> area by class of cell <==
cell class | instances | area, um^2 | area share, %
inverter | 4 | 15.01 | 5.063
multi-input combinational | 12 | 113.9 | 38.40
tap | 46 | 57.56 | 19.41
timing repair buffer | 11 | 110.1 | 37.13
==> per-layer routing <==
metal	vias to the layer above	global-route usage, %
li1	74	-
met1	65	1.846
met2	9	2.247
met3	0	0.6818
met4	0	0
met5	-	0
==> how the worst max path moves through the flow <==
| stage | startpoint | to |
|---|---|---|
| after CTS | b[3] | g |
| after global routing | b[3] | l |
| final | b[3] | l |
==> cell families (layout without fill, tap and decap cells) <==
group	after synthesis	count (layout)	synth area share [%]
adders and majority gates	4	4	38.84
buffers and inverters	4	15	11.65
AOI/OAI and AO/OA	3	3	25.24
and+or+nand+nor	5	5	24.27
==> power breakdown <==
part	internal (mW)	total, mW	switching [mW]
clock network	0	0	0
registers	0	0	0
logic	0.0273	0.0398	0.0125
total	0.0273	0.0398	0.0125
==> worst max-delay path, delay by kind of cell <==
family | cells | cell delay, ps
buf+inv | 3 | 950
fa+ha+maj | 1 | 280
compound gates | 1 | 250
simple gates | 1 | 160
No activity file was given, so power comes from the tool's default toggle rates.
